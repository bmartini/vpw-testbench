<file path="/design/flow/design.v">
`default_nettype none
module bram
  #(parameter BRAM_DWIDTH = 32,
    parameter BRAM_AWIDTH = 8)
   (input   wire                        clk,
    input   wire    [BRAM_DWIDTH-1:0]   wr_data,
    input   wire    [BRAM_AWIDTH-1:0]   wr_addr,
    input   wire                        wr_en,
    output  logic   [BRAM_DWIDTH-1:0]   rd_data,
    input   wire    [BRAM_AWIDTH-1:0]   rd_addr,
    input   wire                        rd_en
);
    localparam DEPTH = 1<<BRAM_AWIDTH;
    logic [BRAM_DWIDTH-1:0] mem [DEPTH];
    always_ff @(posedge clk) begin
        if (wr_en) begin
            mem[wr_addr] <= wr_data;
        end
    end
    always_ff @(posedge clk) begin
        rd_data <= 'b0;
        if (rd_en) begin
            rd_data <= mem[rd_addr];
        end
    end
endmodule
`default_nettype wire
</file>
<file path="/design/flow/run.sh">
#!/bin/bash
# OpenROAD 26Q1-2900-gdf79404cd8, Yosys 0.63+post, stock flow scripts
make -C /OpenROAD-flow-scripts/flow DESIGN_CONFIG=/design/flow/config.mk WORK_HOME=/design/flow/orfs finish
</file>
<file path="/design/flow/config.mk">
export PLATFORM = sky130hd
export DESIGN_NAME = bram
export DESIGN_NICKNAME = bram
export VERILOG_FILES = /design/flow/design.v
export SDC_FILE = /design/flow/constraint.sdc
export NUM_CORES = 4
export LEC_CHECK = 1
export CORE_UTILIZATION = 50
export SYNTH_MEMORY_MAX_BITS = 65536
</file>
<file path="/design/flow/constraint.sdc">
current_design bram

set clk_period 30.9
set clk_io_pct 0.2

create_clock -name clk0 -period $clk_period [get_ports {clk}]

set non_clock_inputs [all_inputs -no_clocks]
set_input_delay [expr $clk_period * $clk_io_pct] -clock clk0 $non_clock_inputs
set_output_delay [expr $clk_period * $clk_io_pct] -clock clk0 [all_outputs]
</file>
==> results.sh <==
# flow metrics
export IMPL_ys_cells=14600
export IMPL_clock_fmax_mhz=79.6
export IMPL_tightest_slew_ns=1.44
export IMPL_final_antenna_net_count=0
export IMPL_pin_count=83
export IMPL_cp_data_required_time_ns=31.99
export IMPL_post_dp_cell_area_um2=331000
export IMPL_wl_per_cell_um=38.0
export IMPL_ctsRootBufferMaster="clkbuf_16"
export IMPL_vias=156000
export IMPL_dp_hpwl_um=564000
export IMPL_hold_violations=0
export IMPL_power_frac_comb_pct=5.0
export IMPL_seq_area_um2=247000
export IMPL_cts_tree="yes"
export IMPL_drt_total_wl_um=938000
export IMPL_worstRegToRegCells=9
export IMPL_drive_above_1_share_pct=24.4
export IMPL_portBuffers=82
export IMPL_post_cts_buffers=0
export IMPL_yosysWarnings=1
export IMPL_ys_types=65
export IMPL_fin_crit_sh_pct=40.6
export IMPL_synth_largest_area_cell="edfxtp_1"
export IMPL_ys_ff=8224
export IMPL_syn_inst=14600
export IMPL_comb_area_um2=65900
export IMPL_post_cts_resized=0
export IMPL_p_clk_share_pct=41.7
export IMPL_rows=291
export IMPL_final_util_pct=56.9
export IMPL_placedCellCount=23000
export IMPL_area_growth_pct=13.4
export IMPL_finalCriticalPeriod_ns=12.56
export IMPL_crit_top_cell="buf_4"
export IMPL_max_stage_delay_ns=0.84
export IMPL_die_h_um=796
export IMPL_coreArea_um2=628000
export IMPL_top_area_share_pct=78.1
export IMPL_fillers=45000
export IMPL_synth_edff_count=8192
export IMPL_seqPwrFrac_pct=53.2
export IMPL_cts_max_level=6
export IMPL_grt_ovfl_total=0
export IMPL_grt_pass1_vias=167000
export IMPL_p_per_area_nw_per_um2=64.7
export IMPL_rsz0062_at_grt="false"
export IMPL_finClkSkew_ns=0.0694
export IMPL_final_setup_tns_ns=0
export IMPL_first_pass_iters=5
export IMPL_clkLatencyLatePin_ns=1.19
export IMPL_fin_cells=24700
export IMPL_synthTopCellsByArea="edfxtp_1, mux4_2, mux2i_1"
export IMPL_netlist_area_um2=315000
export IMPL_hold_path_class="reg2reg"
export IMPL_critical_path_cell_chain="buf_16 > buf_4 > buf_4 > buf_12 > buf_4 > buf_4 > buf_4 > buf_4 > mux4_2 > nor2_1 > a311oi_1 > nand3_1 > buf_4 > a211o_1 > nand2_1"
export IMPL_yosysSeqAreaShare_pct=78.3
export IMPL_cp_end_kind="flip-flop"
export IMPL_crit_path_max_fanout=79
export IMPL_cts_inserted_buffers=821
export IMPL_grt_start_max_net_pins=104
export IMPL_grt_total_usage_pct=33.7
export IMPL_finalPower_mw=23.1
export IMPL_die_w_um=796
export IMPL_p_int_mw=18.1
export IMPL_avgSynthCellArea_um2=21.7
export IMPL_drc=0
export IMPL_top_cell="edfxtp_1"
export IMPL_fin_area_um2=357000
export IMPL_yosysChipArea_um2=315000
export IMPL_setup_viol=0
export IMPL_cts_hold_buf=0
export IMPL_worst_path_stages=15
export IMPL_yosys_top_cells_count="edfxtp_1, mux4_2, mux2i_1"
export IMPL_whs_path_depth=6
export IMPL_crit_slowest_cell="nand3_1"
export IMPL_clkTransAtPathRegs_ns=0.06
export IMPL_status="finished clean"
export IMPL_cts_num_sinks=8224
export IMPL_synthFlopType="edfxtp_1"
export IMPL_cts_path_max_buffers=4
export IMPL_fp_util_pct=50.2
export IMPL_p_sw_share_pct=21.7
export IMPL_leakage_nw=113
export IMPL_path_delay_family="buffers and inverters"
export IMPL_power_switching_mw=5.02
export IMPL_slew_viol_final=0
export IMPL_cp_start_kind="primary input"
export IMPL_drv_cap=0
export IMPL_initialDrtViolationCount=11300
export IMPL_ir_worst_vdd_v=0.0000626
export IMPL_slew_limit_headroom_pct=3.03
export IMPL_cp_arrival_ns=13.65
export IMPL_async_reset_ff_share_pct=0
export IMPL_grt_pass1_wl_um=1300000
export IMPL_via_per_inst=6.33
export IMPL_log_warning_count=30
export IMPL_critical_path_class="in2reg"
export IMPL_chipArea_um2=633000
export IMPL_gp_congestion=0.932
export IMPL_antenna_found_initial=72
export IMPL_worst_path_buf_inv=9
[area by class of cell]
| class | instances | share of cell area, % |
|---|---|---|
| antenna | 186 | 0.130 |
| tap | 8350 | 2.92 |
| clock buffer | 1023 | 6.02 |
| clock inverter | 471 | 1.24 |
| timing repair buffer | 973 | 2.21 |
| multi-input combinational | 5454 | 18.4 |
| sequential | 8224 | 69.0 |
| inverter | 6 | 0.0102 |
[per-layer routing]
metal  GRT usage, %  vias to the layer above  wire, µm
li1               -                    64000         -
met1           40.2                    78900    268000
met2           45.5                    11500    426000
met3           30.1                     1755    199000
met4           11.7                       91     43300
met5           3.42                        -      2960
[state kept, by name, indices dropped and copies added, names as in the netlist]
register,flops
mem,8192
rd_data,32
[cells in the final DEF (no fill, tap or decap), types with 185 or more instances in the layout]
cell type  Yosys  layout
clkbuf_16      0     826
diode_2        0     186
a21oi_1      299     299
edfxtp_1    8192    8192
clkinv_1       0     208
clkbuf_1     339     185
o221ai_1     339     339
buf_4        159     875
nor2_4         0     258
mux4_2      1500    1500
mux2i_1     1327    1327
o22ai_1      287     287
a22oi_1      209     209
[path summary, 6_finish.rpt]
| kind | from | endpoint | slack, ns |
|---|---|---|---|
| max | rd_addr[0] | rd_data[17] | 18.34 |
| min | mem[216][20] | rd_data[20] | 0.95 |
| max reg2reg | mem[145][16] | rd_data[16] | 27.33 |
| min reg2reg | mem[216][20] | rd_data[20] | 0.95 |
[kinds of logic (layout without fill, tap and decap cells)]
group                  after synthesis  after routing  share of synthesized area (%)
and+or+nand+nor                   1006           1006                           1.48
buffers and inverters              872           2473                           1.65
muxes                             2845           2845                           15.0
other                                0            186                              0
DFF                               8224           8224                           78.3
AOI/OAI and AO/OA                 1603           1603                           3.58
[through the flow]
| stage | worst slack (ns) | hold slack [ns] |
|---|---|---|
| floorplan | 21.86 | 0.749 |
| global placement | 17.11 | 0.941 |
| detailed placement | 17.12 | 0.945 |
| CTS | 18.30 | 0.947 |
| global route | 17.69 | 1.00 |
| finish | 18.34 | 0.955 |
[worst register-to-register path, delay by kind of cell, from the launching register on]
family | cells | cell delay (ns)
AND-OR/OR-AND | 2 | 0.92
buffers and inverters | 2 | 0.50
flip-flops | 1 | 0.33
multiplexers | 1 | 0.07
AND/OR/NAND/NOR | 4 | 1.63
[power by group through the flow]
stage / registers [mW] / clock network, mW / logic, mW
6_report: 12.3 / 9.66 / 1.16
4_1_cts: 12.3 / 9.78 / 1.16
5_1_grt: 12.3 / 10.2 / 1.23
