`./run.sh`:
```
#!/bin/bash
# OpenROAD 26Q1-2900-gdf79404cd8, Yosys 0.63+post, stock flow scripts
make -C /OpenROAD-flow-scripts/flow DESIGN_CONFIG=/design/flow/config.mk WORK_HOME=/design/flow/orfs finish
```
`./config.mk`:
```
export PLATFORM = sky130hd
export DESIGN_NAME = example
export DESIGN_NICKNAME = example
export VERILOG_FILES = /design/flow/design.v
export SDC_FILE = /design/flow/constraint.sdc
export NUM_CORES = 4
export LEC_CHECK = 1
export CORE_AREA = 10 10 367 367
export DIE_AREA = 0 0 377 377
```
`./constraint.sdc`:
```
current_design example

set clk_period 3.5
set clk_io_pct 0.2

create_clock -name clk0 -period $clk_period [get_ports {clk}]

set non_clock_inputs [all_inputs -no_clocks]
set_input_delay [expr $clk_period * $clk_io_pct] -clock clk0 $non_clock_inputs
set_output_delay [expr $clk_period * $clk_io_pct] -clock clk0 [all_outputs]
```
`./design.v`:
```
`default_nettype none
module example
  #(parameter AXIS_DWIDTH = 32,
    parameter AXIM_DWIDTH = 128,
    parameter AXIM_AWIDTH = 16)
   (input   wire                        clk,
    input   wire                        rst,
    input   wire    [2*AXIS_DWIDTH-1:0] up_axis_tdata,
    input   wire    [1:0]               up_axis_tlast,
    input   wire    [1:0]               up_axis_tvalid,
    output  logic   [1:0]               up_axis_tready,
    output  logic   [2*AXIS_DWIDTH-1:0] dn_axis_tdata,
    output  logic   [1:0]               dn_axis_tlast,
    output  logic   [1:0]               dn_axis_tvalid,
    input   wire    [1:0]               dn_axis_tready,
    input   wire    [AXIM_AWIDTH-1:0]   axim_awaddr,
    input   wire    [7:0]               axim_awlen,
    input   wire    [3:0]               axim_awid,
    input   wire    [3:0]               axim_awcache,
    input   wire    [3:0]               axim_awqos,
    input   wire    [3:0]               axim_awprot,
    input   wire    [2:0]               axim_awsize,
    input   wire    [1:0]               axim_awburst,
    input   wire    [0:0]               axim_awlock,
    input   wire                        axim_awvalid,
    output  logic                       axim_awready,
    input   wire    [AXIM_DWIDTH-1:0]   axim_wdata,
    input   wire    [AXIM_DWIDTH/8-1:0] axim_wstrb,
    input   wire                        axim_wlast,
    input   wire                        axim_wvalid,
    output  logic                       axim_wready,
    input   wire    [3:0]               axim_bid,
    input   wire    [1:0]               axim_bresp,
    input   wire                        axim_bvalid,
    output  logic                       axim_bready,
    input   wire    [AXIM_AWIDTH-1:0]   axim_araddr,
    input   wire    [7:0]               axim_arlen,
    input   wire    [3:0]               axim_arid,
    input   wire    [3:0]               axim_arcache,
    input   wire    [3:0]               axim_arqos,
    input   wire    [3:0]               axim_arprot,
    input   wire    [2:0]               axim_arsize,
    input   wire    [1:0]               axim_arburst,
    input   wire    [0:0]               axim_arlock,
    input   wire                        axim_arvalid,
    output  logic                       axim_arready,
    output  logic   [AXIM_DWIDTH-1:0]   axim_rdata,
    output  logic   [AXIM_DWIDTH/8-1:0] axim_rstrb,
    output  logic   [3:0]               axim_rid,
    output  logic   [1:0]               axim_rresp,
    output  logic                       axim_rlast,
    output  logic                       axim_rvalid,
    input   wire                        axim_rready,
    output  logic   [AXIM_AWIDTH-1:0]   axim2ram_awaddr,
    output  logic   [7:0]               axim2ram_awlen,
    output  logic   [3:0]               axim2ram_awid,
    output  logic   [3:0]               axim2ram_awcache,
    output  logic   [3:0]               axim2ram_awqos,
    output  logic   [3:0]               axim2ram_awprot,
    output  logic   [2:0]               axim2ram_awsize,
    output  logic   [1:0]               axim2ram_awburst,
    output  logic   [0:0]               axim2ram_awlock,
    output  logic                       axim2ram_awvalid,
    input   wire                        axim2ram_awready,
    output  logic   [AXIM_DWIDTH-1:0]   axim2ram_wdata,
    output  logic   [AXIM_DWIDTH/8-1:0] axim2ram_wstrb,
    output  logic                       axim2ram_wlast,
    output  logic                       axim2ram_wvalid,
    input   wire                        axim2ram_wready,
    output  logic   [3:0]               axim2ram_bid,
    output  logic   [1:0]               axim2ram_bresp,
    output  logic                       axim2ram_bvalid,
    input   wire                        axim2ram_bready,
    output  logic   [AXIM_AWIDTH-1:0]   axim2ram_araddr,
    output  logic   [7:0]               axim2ram_arlen,
    output  logic   [3:0]               axim2ram_arid,
    output  logic   [3:0]               axim2ram_arcache,
    output  logic   [3:0]               axim2ram_arqos,
    output  logic   [3:0]               axim2ram_arprot,
    output  logic   [2:0]               axim2ram_arsize,
    output  logic   [1:0]               axim2ram_arburst,
    output  logic   [0:0]               axim2ram_arlock,
    output  logic                       axim2ram_arvalid,
    input   wire                        axim2ram_arready,
    input   wire    [AXIM_DWIDTH-1:0]   axim2ram_rdata,
    input   wire    [AXIM_DWIDTH/8-1:0] axim2ram_rstrb,
    input   wire    [3:0]               axim2ram_rid,
    input   wire    [1:0]               axim2ram_rresp,
    input   wire                        axim2ram_rlast,
    input   wire                        axim2ram_rvalid,
    output  logic                       axim2ram_rready
);
    skid_buffer #(
        .DATA_WIDTH (AXIS_DWIDTH))
    skid_buffer_axis_0_ (
        .clk        (clk),
        .rst        (rst),
        .up_tdata   (up_axis_tdata  [0*AXIS_DWIDTH +: AXIS_DWIDTH]),
        .up_tlast   (up_axis_tlast  [0]),
        .up_tvalid  (up_axis_tvalid [0]),
        .up_tready  (up_axis_tready [0]),
        .dn_tdata   (dn_axis_tdata  [0*AXIS_DWIDTH +: AXIS_DWIDTH]),
        .dn_tlast   (dn_axis_tlast  [0]),
        .dn_tvalid  (dn_axis_tvalid [0]),
        .dn_tready  (dn_axis_tready [0])
    );
    skid_buffer #(
        .DATA_WIDTH (AXIS_DWIDTH))
    skid_buffer_axis_1_ (
        .clk        (clk),
        .rst        (rst),
        .up_tdata   (up_axis_tdata  [1*AXIS_DWIDTH +: AXIS_DWIDTH]),
        .up_tlast   (up_axis_tlast  [1]),
        .up_tvalid  (up_axis_tvalid [1]),
        .up_tready  (up_axis_tready [1]),
        .dn_tdata   (dn_axis_tdata  [1*AXIS_DWIDTH +: AXIS_DWIDTH]),
        .dn_tlast   (dn_axis_tlast  [1]),
        .dn_tvalid  (dn_axis_tvalid [1]),
        .dn_tready  (dn_axis_tready [1])
    );
    assign axim2ram_awaddr  = axim_awaddr;
    assign axim2ram_awlen   = axim_awlen;
    assign axim2ram_awid    = axim_awid;
    assign axim2ram_awcache = axim_awcache;
    assign axim2ram_awqos   = axim_awqos;
    assign axim2ram_awprot  = axim_awprot;
    assign axim2ram_awsize  = axim_awsize;
    assign axim2ram_awburst = axim_awburst;
    assign axim2ram_awlock  = axim_awlock;
    assign axim2ram_awvalid = axim_awvalid;
    assign axim_awready     = axim2ram_awready;
    assign axim2ram_wdata   = axim_wdata;
    assign axim2ram_wstrb   = axim_wstrb;
    assign axim2ram_wlast   = axim_wlast;
    assign axim2ram_wvalid  = axim_wvalid;
    assign axim_wready      = axim2ram_wready;
    assign axim2ram_bid     = axim_bid;
    assign axim2ram_bresp   = axim_bresp;
    assign axim2ram_bvalid  = axim_bvalid;
    assign axim_bready      = axim2ram_bready;
    assign axim2ram_araddr  = axim_araddr;
    assign axim2ram_arlen   = axim_arlen;
    assign axim2ram_arid    = axim_arid;
    assign axim2ram_arcache = axim_arcache;
    assign axim2ram_arqos   = axim_arqos;
    assign axim2ram_arprot  = axim_arprot;
    assign axim2ram_arsize  = axim_arsize;
    assign axim2ram_arburst = axim_arburst;
    assign axim2ram_arlock  = axim_arlock;
    assign axim2ram_arvalid = axim_arvalid;
    assign axim_arready     = axim2ram_arready;
    assign axim_rdata       = axim2ram_rdata;
    assign axim_rstrb       = axim2ram_rstrb;
    assign axim_rid         = axim2ram_rid;
    assign axim_rresp       = axim2ram_rresp;
    assign axim_rlast       = axim2ram_rlast;
    assign axim_rvalid      = axim2ram_rvalid;
    assign axim2ram_rready  = axim_rready;
endmodule
`default_nettype wire
`default_nettype none
module skid_buffer
  #(parameter DATA_WIDTH = 32)
   (input   wire                        clk,
    input   wire                        rst,
    input   wire    [DATA_WIDTH-1:0]    up_tdata,
    input   wire                        up_tlast,
    input   wire                        up_tvalid,
    output  logic                       up_tready,
    output  logic   [DATA_WIDTH-1:0]    dn_tdata,
    output  logic                       dn_tlast,
    output  logic                       dn_tvalid,
    input   wire                        dn_tready
);
    logic   [DATA_WIDTH-1:0]    skid_data;
    logic                       skid_last;
    logic                       skid_valid;
    logic   [DATA_WIDTH-1:0]    up_data_t;
    logic                       up_last_t;
    logic                       up_valid_t;
    wire                        dn_active;
    always_ff @(posedge clk) begin
        skid_data <= up_data_t;
    end
    always_ff @(posedge clk) begin
        if (rst)    skid_last <= 1'b0;
        else        skid_last <= up_last_t & ~dn_active;
    end
    always_ff @(posedge clk) begin
        if (rst)    skid_valid <= 1'b0;
        else        skid_valid <= up_valid_t & ~dn_active;
    end
    assign up_data_t    = up_tready ? up_tdata  : skid_data;
    assign up_last_t    = up_tready ? up_tlast  : skid_last;
    assign up_valid_t   = up_tready ? up_tvalid : skid_valid;
    always_ff @(posedge clk) begin
        if (rst) up_tready <= 1'b0;
        else if (dn_tready | up_tvalid) begin
            up_tready <= dn_active;
        end
    end
    always_ff @(posedge clk) begin
        if      (rst)       dn_tlast <= 1'b0;
        else if (dn_active) dn_tlast <= up_last_t;
    end
    always_ff @(posedge clk) begin
        if      (rst)       dn_tvalid <= 1'b0;
        else if (dn_active) dn_tvalid <= up_valid_t;
    end
    always_ff @(posedge clk) begin
        if (dn_active) dn_tdata <= up_data_t;
    end
    assign dn_active = ~dn_tvalid | dn_tready;
endmodule
`default_nettype wire
```
==> summary.txt <==
Flow results are below.

- The flow ran to the end, and the final reports show no timing, DRC or antenna violations.
- After synthesis, the share of flip-flops with an asynchronous set or reset is 0%.
- The combined buffer and inverter count along the critical path is 1, for reference.
- The script logs the ratio of routed vias to standard cells as between 1.5 and 2.
- The number of antenna violations at the first check in global routing came to 8.
- The highest-delay cell along the critical path is sky130_fd_sc_hd__clkdlybuf4s50_1, for reference.
- STA classifies the critical path startpoint as a flop.
- The clock reaches the later pin of the worst-skew pair after between 0.4 and 0.5 ns.
- The synthesis report lists the Yosys warning total as 1.
- The routed design ends up with an antenna cell count of 0.
- Setup repair after global routing left no endpoint under its margin.
- Synthesis produced a netlist whose cell count is 645.
- In this run the VDD rail shows a maximum IR drop of approximately 0.25 mV.
- The largest clock skew in the final design is 0.01734 ns, for reference.
- The minimum setup slack in the final design is 1.345 ns, for reference.
- The synthesis-stage register bit count is 138, for reference.
- The average wire length per cell after detail routing is between 20 and 25 um, for reference.
- Listed in order, past its start point the critical path passes clkdlybuf4s50_1.
- Across every metal layer, demand over resource in global routing totals 6.246%.
- The OpenROAD report gives the critical path a required time of 2.80 ns.
- The summed standard-cell area reported by yosys is roughly 7500 um^2, for reference.
- The max-slew violation total from the final report is 0, for reference.
- Yosys mapped a number of flops with a built-in enable equal to around 64.
- Broken down by cell family, the worst path's largest delay share belongs to buffers and inverters.
- The pin count of the biggest net entering global routing is 37, for reference.
- The clock-pin slew of the registers on the worst-case setup and hold paths is roughly 0.06 ns, for reference.
- Per the CTS log, the maximum H-tree level is 4.
- The die outline area is ~140000 um^2, for reference.
- The total design power is 0.004387 W, for reference.
- In the setup report, the worst path falls into the class flop to primary output.
- Per the placement log, port buffering inserted approximately 140 buffers.
- According to the floorplan log, the row count is 130.
- The residual DRC count is 0, for reference.
- The post-cts repair resize count is 0, for reference.
- Summing over the stages, the warning tally comes to 25.
- Of the synthesized area, sequential elements account for 45.57%.
- The worst hold-check path type is flop to flop, for reference.
- The routed layout has between 3000 and 4000 vias.
- The cell type with the largest total area after synthesis is sky130_fd_sc_hd__buf_4, for reference.
- The first-pass GRT wire length is 53300 um, for reference.
- The detailed-placement wirelength estimate is around 41000 um, for reference.
- In this design, the stage delay of the slowest critical-path cell is approximately 0.66 ns.
- After filler insertion, the fill cell instance count of the layout stands at between 10000 and 15000.
- The die outline width is between 300 and 400 um, for reference.
- Per the final layout report, the fraction of cells sized above drive strength 1 comes to roughly 26%.
- The remaining antenna violation count after routing is 0, for reference.
- The count of buffers added by post-CTS timing repair for setup is 0, for reference.
- The max-cap violation count is 0, for reference.
- The final weighted congestion in routability-driven placement is 0.6912, for reference.
- For this configuration, the core starts out at a cell density of under 10%.
- For this block, the routed nets add up to ~47000 um of wire.
- The worst max-slew margin expressed relative to the limit is 55.15%, for reference.
- In the synthesized netlist the dominant register cell turns out to be sky130_fd_sc_hd__dfxtp_1.
- The setup TNS is 0 ns, for reference.
- The area fraction of the dominant cell type after synthesis is slightly above 40%, for reference.
- The average cell area after synthesis is about 12 um^2, for reference.
- The number of clock sinks seen by CTS is between 100 and 150, for reference.
- The total setup violations reported at the end of the flow is 0, for reference.
- Summing all multi-input logic gate instances after layout gives 890.9 um^2.
- The number of global-route vias before repair is between 3000 and 4000, for reference.
- The minimum clock period after layout is 2.155 ns, for reference.
- In this run, the number of DRC markers left after iteration 0 of detailed routing was ~110.
- The area growth from synthesis to layout is 12.72%.
- The clock tree root driver cell is sky130_fd_sc_hd__clkbuf_16, for reference.
- The core occupancy in the finished layout is about 6.7%, for reference.
- Per the OpenROAD power report, leakage power amounts to approximately 2.5 nW.
- Recorded from the global router log, the overflow total was 0.
- According to the floorplan report, the die height is about 380 um.
- Counting the buffers created by CTS gives 17.
- Yosys attributes the largest share of cell area to sky130_fd_sc_hd__buf_4 (41%), sky130_fd_sc_hd__edfxtp_1 (26%), sky130_fd_sc_hd__dfxtp_1 (20%).
- The total I/O pin count is around 950, for reference.
- For the worst setup path, the data arrival time is approximately 1.5 ns.
- Per the OpenROAD floorplan log, the area of the core is 126100 um^2.
- The buffer depth of the longest clock path is 2, for reference.
- Summing all flip-flop and latch instances after layout gives between 3000 and 4000 um^2.
- Hold repair after CTS inserted 0 buffers.
- The synth_stat.txt file lists the number of cells as roughly 650.
- The synthesis run shows the most used standard cells to be sky130_fd_sc_hd__buf_4 (410), sky130_fd_sc_hd__dfxtp_1 (74), sky130_fd_sc_hd__edfxtp_1 (64).
- Setup slack on the worst path after placement came out at about 1 ns.
- The worst setup path is captured at a primary output.
- The number of iterations in the first detailed-routing pass is 4, for reference.
- The post-synthesis cell type count is 15, for reference.
- Summing every instance area after synthesis gives about 7500 um^2.
- The highest achievable clock rate is approximately 460 MHz, for reference.
- Post-route period utilization is reported as about three fifths.
- Hold-check failures listed in the final report amount to 0.
- The TritonCTS clock tree is done, for reference.
- The total power per unit cell area is approximately 520 nW/um^2, for reference.
- The slew of the pin with the lowest slew margin is a little under 0.7 ns, for reference.
- The peak fanout along the critical path is 2, for reference.
- For this run the top cell type by instance count after synthesis was sky130_fd_sc_hd__buf_4.
[registers in the layout, indices dropped and copies added (netlist names)]
register	cells
skid_buffer_axis_0_.up_tready	1
skid_buffer_axis_1_.dn_tvalid	1
skid_buffer_axis_1_.skid_last	1
skid_buffer_axis_1_.dn_tlast	1
skid_buffer_axis_0_.skid_last	1
skid_buffer_axis_0_.dn_tlast	1
skid_buffer_axis_0_.dn_tdata	32
skid_buffer_axis_0_.dn_tvalid	1
skid_buffer_axis_1_.dn_tdata	32
skid_buffer_axis_1_.up_tready	1
skid_buffer_axis_1_.skid_valid	1
skid_buffer_axis_1_.skid_data	32
skid_buffer_axis_0_.skid_valid	1
skid_buffer_axis_0_.skid_data	32
[layer usage]
metal  global-route usage (%)  wire length, um  share of wire (%)  vias to the layer above
met4                    2.507             2279                4.9                       10
li1                         -                -                  -                     1176
met1                    4.610            11250                 24                     1338
met2                    8.107            17900                 38                      582
met3                    9.305            14750                 32                      185
met5                    1.718              348               0.75                        -
[path summary, 6_finish.rpt]
kind         depth (start not counted)                         startpoint                           endpoint  slack [ns]
min reg2reg                          1  skid_buffer_axis_1_.skid_data[12]  skid_buffer_axis_1_.skid_data[12]        0.47
max                                  1      skid_buffer_axis_1_.up_tready                  up_axis_tready[1]        1.35
max reg2reg                          2      skid_buffer_axis_0_.up_tready   skid_buffer_axis_0_.dn_tdata[20]        1.85
min                                  1  skid_buffer_axis_1_.skid_data[12]  skid_buffer_axis_1_.skid_data[12]        0.47
[cell usage in the layout, fill, tap and decap left out, types with 2 or more instances in the layout]
cell                                n
sky130_fd_sc_hd__mux2_2            60
sky130_fd_sc_hd__clkbuf_16         17
sky130_fd_sc_hd__dfxtp_1           72
sky130_fd_sc_hd__edfxtp_1          64
sky130_fd_sc_hd__nand2b_1           4
sky130_fd_sc_hd__mux2i_1            4
sky130_fd_sc_hd__inv_1              2
sky130_fd_sc_hd__clkdlybuf4s50_1  141
sky130_fd_sc_hd__nand2b_2           2
sky130_fd_sc_hd__dfxtp_2            2
sky130_fd_sc_hd__nor3_1             4
sky130_fd_sc_hd__clkinv_8           2
sky130_fd_sc_hd__mux2_4             4
sky130_fd_sc_hd__a31oi_1            2
sky130_fd_sc_hd__a21oi_1            2
sky130_fd_sc_hd__inv_8              5
sky130_fd_sc_hd__buf_4              5
sky130_fd_sc_hd__nor3b_1            2
sky130_fd_sc_hd__a211oi_1           2
sky130_fd_sc_hd__inv_6              4
[cell families after synthesis]
group	Yosys count	synth area share, %
compound gates	6	0.5025
buf+inv	421	42.57
flops	138	45.57
mux	68	10.39
simple gates	12	0.9717
[per-stage QoR]
stage	hold slack, ns	instance area (um^2)	cells
detailed placement	0.4553	7818	2022
finish	0.4731	8418	2054
CTS	0.4767	8418	2054
global placement	0.4526	7818	2022
global route	0.4847	8418	2054
floorplan	0.4447	7468	645
[worst reg2reg max path, cell delays in order (launching register included)]
cell                      delay [ns]
sky130_fd_sc_hd__dfxtp_2        0.41
sky130_fd_sc_hd__buf_4          0.52
sky130_fd_sc_hd__mux2_2         0.47
[report_power, final]
group | switching (W) | total [W] | internal, W
combinational | 0.000163 | 0.000524 | 0.000361
sequential | 0.0000678 | 0.00201 | 0.00194
clock | 0.000835 | 0.00185 | 0.00102
total | 0.00107 | 0.00439 | 0.00332
[cell type report]
class                   count  share of cell area (%)
flip-flops and latches    138                   40.46
well taps                1650                   24.52
repair buffers            146                   17.21
multi-input cells          86                   10.58
clock buffers              17                   5.054
clock inverters            15                   2.081
inverters                   2                 0.08918
Power figures rest on the tool's default switching activity, not on a simulated workload.
